### /design/flow/design.v
module flopr # (parameter WIDTH = 8)
(input clk, reset,load,
input [WIDTH-1:0] d,
output [WIDTH-1:0] q);
reg [WIDTH-1:0] data;
assign q = data;
always @ (posedge clk)
begin
if(reset)
	data <= 0;
else if(load)
	data <= d;
end
endmodule 
module output_reg(d,load,clk,reset,q);
input [7:0]d;
input load,clk,reset;
output reg [7:0]q;
flopr #(8) OUTREG(clk,reset,load,d,q);
endmodule
### /design/flow/run.sh
#!/bin/bash
# OpenROAD 26Q1-2900-gdf79404cd8, Yosys 0.63+post, stock flow scripts
make -C /OpenROAD-flow-scripts/flow DESIGN_CONFIG=/design/flow/config.mk WORK_HOME=/design/flow/orfs finish
### /design/flow/config.mk
export PLATFORM = sky130hd
export DESIGN_NAME = output_reg
export DESIGN_NICKNAME = output_reg
export VERILOG_FILES = /design/flow/design.v
export SDC_FILE = /design/flow/constraint.sdc
export NUM_CORES = 4
export LEC_CHECK = 1
export CORE_AREA = 10 10 70 70
export DIE_AREA = 0 0 80 80
### /design/flow/constraint.sdc
current_design output_reg

set clk_period 1.0
set clk_io_pct 0.2

create_clock -name clk0 -period $clk_period [get_ports {clk}]

set non_clock_inputs [all_inputs -no_clocks]
set_input_delay [expr $clk_period * $clk_io_pct] -clock clk0 $non_clock_inputs
set_output_delay [expr $clk_period * $clk_io_pct] -clock clk0 [all_outputs]
==> run_summary.xml <==
<?xml version="1.0" encoding="UTF-8"?>
<metrics>
  <group name="clocking">
    <metric name="cts.root.buffer_cell" unit="">sky130_fd_sc_hd__clkbuf_4</metric>
    <metric name="cts.sinks" unit="">8</metric>
    <metric name="worstSkewPairLatency" unit="ps">250</metric>
    <metric name="ctsLongestPathBuffers" unit="">2</metric>
    <metric name="post-cts-setup-buffers" unit="">0</metric>
    <metric name="ctsHtreeMaxLevel" unit="">1</metric>
    <metric name="numCtsBuffers" unit="">3</metric>
    <metric name="clkTransAtPathRegs" unit="ps">60</metric>
    <metric name="tritoncts" unit="">built</metric>
  </group>
  <group name="floorplanning">
    <metric name="boundaryPins" unit="">19</metric>
    <metric name="floorplanUtilization" unit="%">8.35</metric>
    <metric name="die_w" unit="um">80</metric>
    <metric name="core_area" unit="sq um">3420</metric>
    <metric name="row_count" unit="">21</metric>
    <metric name="die.size.y" unit="um">80</metric>
    <metric name="chip_area" unit="sq um">6400</metric>
  </group>
  <group name="layout">
    <metric name="seqCellArea" unit="sq um">170</metric>
    <metric name="largest_register_ff_count" unit="">8</metric>
    <metric name="stdcell_count" unit="">93</metric>
    <metric name="fillerInstances" unit="">396</metric>
    <metric name="area_growth_synth_to_finish" unit="%">96.5</metric>
    <metric name="largest_registers" unit="">OUTREG.data: 8 flops</metric>
    <metric name="registers.top_by_ff_count" unit="">OUTREG.data</metric>
    <metric name="post_route_cells_drive_above_1_share" unit="%">31.9</metric>
    <metric name="final_area" unit="sq um">561</metric>
    <metric name="area.combinational" unit="sq um">114</metric>
  </group>
  <group name="synth">
    <metric name="synth.distinct_cells" unit="">5</metric>
    <metric name="number_of_standard_cells_reported_by_yosys" unit="">26</metric>
    <metric name="synth-warning-count" unit="">1</metric>
    <metric name="simple_share" unit="%">10.5</metric>
    <metric name="synth_sequential_area_ratio" unit="%">56.1</metric>
    <metric name="yosys.stat.chipArea" unit="sq um">285</metric>
    <metric name="synth.avg_cell_area" unit="sq um">11.0</metric>
    <metric name="synthAdderAreaFrac" unit="%">0</metric>
    <metric name="synth_flop_count" unit="">8</metric>
    <metric name="mapped_area" unit="sq um">285</metric>
    <metric name="xor_area_share" unit="%">0</metric>
    <metric name="netlist_logic_family_top" unit="">multiplexers</metric>
    <metric name="compound_area_share" unit="%">0</metric>
    <metric name="mux_area_share" unit="%">28.1</metric>
    <metric name="synthCells" unit="">26</metric>
  </group>
  <group name="flow_run">
    <metric name="tool_warnings" unit="">25</metric>
    <metric name="drv_cap" unit="">0</metric>
  </group>
  <group name="grt">
    <metric name="grt_pass1_vias" unit="">293</metric>
    <metric name="grt-ovfl-total" unit="">0</metric>
    <metric name="global_route.usage.total" unit="%">2.91</metric>
    <metric name="grt_max_degree" unit="">9</metric>
    <metric name="grt_pass1_wl" unit="um">1420</metric>
    <metric name="antenna_found_initial" unit="">0</metric>
  </group>
  <group name="final_timing">
    <metric name="setup_viol_count_final" unit="">0</metric>
    <metric name="max_slew.worst_pin.slew" unit="ps">309</metric>
    <metric name="timing.clock.skew" unit="ps">0</metric>
    <metric name="rsz0062_at_grt" unit="">false</metric>
    <metric name="fmax" unit="MHz">1050</metric>
    <metric name="final_period_minus_worst_setup_slack" unit="ps">955</metric>
    <metric name="final.hold.worst_slack" unit="ps">392</metric>
    <metric name="timing_hold_violations_final" unit="">0</metric>
    <metric name="drv_slew" unit="">0</metric>
    <metric name="min_period_over_period" unit="%">95.5</metric>
    <metric name="slew_headroom" unit="%">79.3</metric>
  </group>
  <group name="critical_path">
    <metric name="cp_num_buf_inv" unit="">1</metric>
    <metric name="critical_path_required" unit="ps">800</metric>
    <metric name="critPathArrivalTime" unit="ps">760</metric>
    <metric name="cpPeakStageDelay" unit="ps">320</metric>
    <metric name="cp_cell_sequence" unit="">clkdlybuf4s15_1</metric>
    <metric name="worstSetupEndpointType" unit="">primary output</metric>
    <metric name="worst-setup-path-type" unit="">flip-flop to primary output</metric>
    <metric name="critical_path_peak_fanout" unit="">2</metric>
    <metric name="start_kind" unit="">flip-flop</metric>
    <metric name="cpLargestDelayFamily" unit="">flip-flops</metric>
    <metric name="crit_slowest_cell" unit="">sky130_fd_sc_hd__dfxtp_2</metric>
  </group>
  <group name="place">
    <metric name="io_buffer_count" unit="">18</metric>
    <metric name="dpl_cell_area" unit="sq um">523</metric>
    <metric name="routabilityCongestion" unit="">0.718</metric>
    <metric name="dpl.hpwl" unit="um">724</metric>
    <metric name="placedCellCount" unit="">90</metric>
  </group>
  <group name="pwr">
    <metric name="net-switching-power" unit="uW">159</metric>
    <metric name="p_clk_share" unit="%">35.3</metric>
    <metric name="internal_power" unit="uW">559</metric>
    <metric name="leakage" unit="uW">0.000238</metric>
    <metric name="combPwrFrac" unit="%">15.9</metric>
    <metric name="p_per_area" unit="nW/um^2">1280</metric>
    <metric name="pwr-share-seq" unit="%">48.8</metric>
    <metric name="power.share.switching" unit="%">22.2</metric>
    <metric name="vdd_drop_max" unit="mV">0.523</metric>
  </group>
  <group name="route">
    <metric name="routed_wirelength" unit="um">923</metric>
    <metric name="vias" unit="">246</metric>
    <metric name="vias_per_cell" unit="">2.65</metric>
    <metric name="firstDrtPassIters" unit="">4</metric>
    <metric name="routed_wire_length_per_instance" unit="um">9.92</metric>
    <metric name="insertedDiodeCount" unit="">0</metric>
    <metric name="antenna_left" unit="">0</metric>
    <metric name="drc_errors" unit="">0</metric>
    <metric name="dr.first_iter.drc_count" unit="">7</metric>
  </group>
  <group name="status">
    <metric name="status" unit="">complete, no violations</metric>
  </group>
  <group name="worst_hold_path">
    <metric name="holdCritPathClass" unit="">input port to flip-flop</metric>
  </group>
</metrics>
## Yosys cell counts
library cell              count  share of area, %
sky130_fd_sc_hd__buf_1        1               1.3
sky130_fd_sc_hd__buf_6        1               3.9
sky130_fd_sc_hd__dfxtp_1      8                56
sky130_fd_sc_hd__mux2i_1      8                28
sky130_fd_sc_hd__nor2_1       8                11
## repair_timing
| action | 4_1_cts | 5_1_grt |
|---|---|---|
| hold buffers | 0 | 0 |
| resized | 22 | 6 |
| hold endpoints to repair | 0 | 0 |
| gates cloned | 0 | 0 |
| setup endpoints to repair | 8 | 6 |
## cells in the final DEF (no fill, tap or decap)
cell type,instances
sky130_fd_sc_hd__nor2_1,8
sky130_fd_sc_hd__buf_4,1
sky130_fd_sc_hd__mux2i_1,7
sky130_fd_sc_hd__clkdlybuf4s15_1,7
sky130_fd_sc_hd__clkbuf_4,3
sky130_fd_sc_hd__clkbuf_2,1
sky130_fd_sc_hd__mux2i_2,1
sky130_fd_sc_hd__dlymetal6s2s_1,1
sky130_fd_sc_hd__clkdlybuf4s50_1,9
sky130_fd_sc_hd__dfxtp_2,8
sky130_fd_sc_hd__buf_6,1
## cell families after synthesis
logic type    count (synthesis)
buf+inv                       2
flops                         8
mux                           8
simple gates                  8
## per-stage QoR
stage               setup WS (ps)  util [%]  power (uW)  TNS, ps
CTS                          1.71      16.2         731        0
global route                0.829      16.4         768        0
global placement             -195      15.3         473    -1480
finish                       44.8      16.4         719        0
detailed placement           -219      15.3         475    -1670
floorplan                     342         -         389        0
## per-layer routing
layer	part of all wire (%)	vias up	global-route usage (%)	routed length, um
li1	-	126	-	-
met1	49	103	3.77	449
met2	34	17	3.53	311
met3	18	0	2.84	162
met4	0	0	0	0
met5	0	-	0	0
## worst paths after layout
kind,end,depth (start not counted),start,slack [ps]
hold reg to reg,OUTREG.data[3]$_SDFFE_PP0P_,2,OUTREG.data[3]$_SDFFE_PP0P_,480
setup reg to reg,OUTREG.data[6]$_SDFFE_PP0P_,2,OUTREG.data[6]$_SDFFE_PP0P_,350
setup / recovery,q[1],1,OUTREG.data[1]$_SDFFE_PP0P_,40
hold / removal,OUTREG.data[2]$_SDFFE_PP0P_,4,load,390
## cell type report
| type | instances | share of cell area (%) |
|---|---|---|
| well taps | 46 | 10.3 |
| clock buffers | 3 | 4.02 |
| flip-flops and latches | 8 | 30.4 |
| multi-input cells | 16 | 20.3 |
| repair buffers | 20 | 35.0 |
## power by group through the flow
stage	clock network, uW	logic (uW)	registers, uW
4_1_cts	268	113	350
5_1_grt	287	126	354
6_report	254	114	351
Power figures rest on the tool's default switching activity, not on a simulated workload.
